`/design/flow/design.v`:
```
`timescale 1ns / 1ps
module TM1638(
input wire [7:0] led ,  
input wire [3:0] seg7,seg6,seg5,seg4,seg3,seg2,seg1,seg0 , 
input clkinput,
output reg clk,
output reg stb,
output reg dio
);
function [7:0] sseg;
input [3:0] hex;
begin
case (hex)
4'h0: sseg[7:0] = 8'b0111111;
4'h1: sseg[7:0] = 8'b0000110;
4'h2: sseg[7:0] = 8'b1011011;
4'h3: sseg[7:0] = 8'b1001111;
4'h4: sseg[7:0] = 8'b1100110;
4'h5: sseg[7:0] = 8'b1101101;
4'h6: sseg[7:0] = 8'b1111101;
4'h7: sseg[7:0] = 8'b0000111;
4'h8: sseg[7:0] = 8'b1111111;
4'h9: sseg[7:0] = 8'b1101111;
4'hA: sseg[7:0] = 8'b1110111;
4'hB: sseg[7:0] = 8'b1111100;
4'hC: sseg[7:0] = 8'b1011000;
4'hD: sseg[7:0] = 8'b1011110;
4'hE: sseg[7:0] = 8'b1111001;
default : sseg[7:0] = 8'b0000000;  
endcase
end
endfunction
integer cs = 0;
integer i ;
reg [7:0] command1 =8'h40, command2 =8'hC0,command3 =8'h8F;
wire [127:0] leddata;  
reg [127:0] leddatahold;
assign leddata[0*8+7:0*8+0] = sseg(seg0);
assign leddata[2*8+7:2*8+0] = sseg(seg1);
assign leddata[4*8+7:4*8+0] = sseg(seg2);
assign leddata[6*8+7:6*8+0] = sseg(seg3);
assign leddata[8*8+7:8*8+0] = sseg(seg4);
assign leddata[10*8+7:10*8+0] = sseg(seg5);
assign leddata[12*8+7:12*8+0] = sseg(seg6);
assign leddata[14*8+7:14*8+0] = sseg(seg7);
assign leddata[1*8+7:1*8+0] = led[0] ;
assign leddata[3*8+7:3*8+0] = led[1] ;
assign leddata[5*8+7:5*8+0] = led[2] ;
assign leddata[7*8+7:7*8+0] = led[3] ;
assign leddata[9*8+7:9*8+0] = led[4] ;
assign leddata[11*8+7:11*8+0] = led[5] ;
assign leddata[13*8+7:13*8+0] = led[6] ;
assign leddata[15*8+7:15*8+0] = led[7] ;
initial
begin
clk = 1 ;
stb = 1 ;
dio = 0 ;
end
always @(posedge clkinput)
begin
if (cs==0)
begin
stb = 0;  
command1 =8'h40; command2 =8'hC0;command3 =8'h8F;
leddatahold=leddata ;
end
else if ((cs >=1)&&(cs<=16))
begin
dio = command1[0];
clk = ~clk ;
if (clk) command1=command1>>1 ;
end
else if (cs==17)
stb = 1;  
else if (cs==18)
stb = 0;  
else if ((cs >=19)&&(cs<=34))
begin
dio = command2[0];
clk = ~clk ;
if (clk) command2=command2>>1 ;
end
else if ((cs >=35)&&(cs<=290))
begin
dio = leddatahold[0];
clk = ~clk ;
if (clk) leddatahold=leddatahold>>1 ;
end
else if (cs==291)
stb = 1;  
else if (cs==292)
stb = 0;  
else if ((cs >=293)&&(cs<=308))
begin
dio = command3[0];
clk = ~clk ;
if (clk) command3=command3>>1 ;
end
else if (cs==309)
stb = 1;  
else if (cs==310)
cs = -1 ;  
cs=cs+1;
end
endmodule
```
`/design/flow/run.sh`:
```
#!/bin/bash
# OpenROAD 26Q1-2900-gdf79404cd8, Yosys 0.63+post, stock flow scripts
make -C /OpenROAD-flow-scripts/flow DESIGN_CONFIG=/design/flow/config.mk WORK_HOME=/design/flow/orfs finish
```
`/design/flow/config.mk`:
```
export PLATFORM = sky130hd
export DESIGN_NAME = TM1638
export DESIGN_NICKNAME = TM1638
export VERILOG_FILES = /design/flow/design.v
export SDC_FILE = /design/flow/constraint.sdc
export NUM_CORES = 4
export LEC_CHECK = 1
export CORE_UTILIZATION = 50
```
`/design/flow/constraint.sdc`:
```
current_design TM1638

set clk_period 10.2
set clk_io_pct 0.2

create_clock -name clk0 -period $clk_period [get_ports {clkinput}]

set non_clock_inputs [all_inputs -no_clocks]
set_input_delay [expr $clk_period * $clk_io_pct] -clock clk0 $non_clock_inputs
set_output_delay [expr $clk_period * $clk_io_pct] -clock clk0 [all_outputs]
```
==> results.py <==
# Metrics from the implementation run
metrics = {
    "clock_network": {
        "clk_pin_slew_worst_paths_ns": 0.06,
        "cts_tree": "built",
        "postCtsSetupBuffers": 0,
        "postCtsHoldBufs": 0,
        "root_buffer": "clkbuf_16",
        "ctsResizeCount": 0,
        "clk_path_buf_depth": 2,
        "clock_latency_ns": 0.41,
        "cts.htree.levels": 4,
        "cts.sinks": 179,
        "numCtsBuffers": 17,
    },
    "yosys": {
        "xor_area_share_pct": 1.081,
        "synthTopLogicFamily": "AND-OR/OR-AND gates",
        "ys_top_cells_by_count": "nand2_1 (109), dfxtp_1 (105), edfxtp_1 (74), mux2i_1 (72), ha_1 (57)",
        "yosysMostFrequentCell": "nand2_1",
        "ys_area_mm2": 0.009719,
        "yosysSeqAreaShare_pct": 44.49,
        "flop_cell": "dfxtp_1",
        "yosys_warnings": 1,
        "synth_cell_types": 75,
        "yosysCellCount": 965,
        "edf_count": 74,
        "avgSynthCellArea_um2": 10.07,
        "synth_flops": 179,
        "ys_sh_mux_pct": 8.689,
        "synth-async-reset-ratio_pct": 0,
        "synth_area_mm2": 0.009719,
        "synth.largest_area_cell": "edfxtp_1",
        "area_leaders": "edfxtp_1 (23%), dfxtp_1 (22%), mux2i_1 (7.4%)",
        "synthCells": 965,
        "netlist.area_leader.share_pct": 22.86,
        "compound_area_share_pct": 17.86,
        "synth.cellmix.simpleShare_pct": 15.72,
        "ys_sh_adder_pct": 7.338,
    },
    "placed_design": {
        "placed_cell_area_mm2": 0.01023,
        "dp_hpwl_mm": 12.24,
        "port_buffers": 43,
        "place.gp.congestion": 0.8634,
    },
    "global_route": {
        "grt_pass1_wl_mm": 31.94,
        "grt_pass1_vias": 6499,
        "grt_start_max_net_pins": 67,
        "grt_util_all_layers_pct": 20.44,
        "antenna_found_initial": 0,
        "overflow": 0,
    },
    "sta": {
        "fin_tns_setup_ns": 0,
        "setup_violations": 0,
        "finClkSkew_ns": 0.007579,
        "hold_viol": 0,
        "tightest_slew_ns": 0.8871,
        "relSlewSlack_pct": 39.92,
        "fmax_mhz": 255.2,
        "post-route-period-util_pct": 38.42,
        "rsz0062_at_grt": "no",
        "slew_violations": 0,
        "period_minus_slack_ns": 3.919,
    },
    "route": {
        "ant_nets": 0,
        "drc": 0,
        "drtIter0Drc": 529,
        "viasPerCell": 5.712,
        "vias": 7066,
        "wire_per_inst_um": 15.17,
        "routed_wl_mm": 18.77,
        "antenna_cells": 0,
        "drtPass1Iterations": 5,
    },
    "worst_setup_path": {
        "worstPathArrival_ns": 3.97,
        "cp-end-kind": "flip-flop",
        "cp.required_ns": 10.25,
        "cp-start-kind": "flip-flop",
        "cp_max_fo": 45,
        "crit_type": "reg -> reg",
    },
    "pwr": {
        "power.density_mw_per_mm2": 137.1,
        "p_leak_uw": 0.003822,
        "irDropWorstVdd_mv": 0.1082,
    },
    "worst_hold_path": {
        "worstHoldPathType": "reg -> reg",
    },
    "floorplanning": {
        "die_w_um": 141.4,
        "core_mm2": 0.01889,
        "ios": 44,
        "fp_util_pct": 51.44,
        "rows": 50,
        "die-area_mm2": 0.02000,
        "die_h_um": 141.4,
    },
    "cells_and_area": {
        "layout-drive-gt1-share_pct": 6.755,
        "fillCellCount": 1542,
        "fin_area_mm2": 0.01082,
        "syn_to_final_growth_pct": 11.29,
        "area.combinational_mm2": 0.004954,
        "register_area_mm2": 0.004324,
    },
    "flow_run": {
        "tool_warnings": 73,
        "maxCapViolations": 0,
    },
    "outcome": {
        "status": "complete, no violations",
    },
}
-- kinds of logic after synthesis --
group / after synthesis
simple gates: 308
compound gates: 222
flops: 179
buf+inv: 108
mux: 79
fa+ha+maj: 57
xor+xnor: 12
-- cell type report --
cell class / count / share of cell area (%)
repair buffers: 50 / 4.465
multi-input cells: 678 / 45.80
inverters: 38 / 1.319
clock buffers: 22 / 4.199
clock inverters: 10 / 1.238
well taps: 260 / 3.008
flip-flops and latches: 179 / 39.98
-- per-layer routing --
metal	up-vias	GRT usage, %	part of all wire, %
li1	3559	-	-
met1	3337	34.99	51
met2	164	29.55	44
met3	6	4.091	5.0
met4	0	1.528	0.50
met5	-	0	0
-- critical path: stages (launching register included) --
cell and delay, ns:
dfxtp_1 0.35, or4_4 0.56, nor4_2 0.31, nand3_1 0.41, or3_2 0.54, buf_4 0.34
nand2_4 0.41, buf_4 0.55
-- where the power goes --
group / switching, uW / leakage [uW] / total (uW) / internal (uW)
clock network: 257 / 0.000274 / 647 / 390
logic: 49.0 / 0.00212 / 94.0 / 45.0
registers: 0 / 0.00143 / 742 / 742
-- registers in the layout (all words and copies together), names as in the netlist --
signal	cells
command3	8
dio	1
command2	8
cs	32
stb	1
leddatahold	121
clk	1
command1	7
-- stage by stage --
stage	setup WS [ns]	hold WS, ns	instances	utilization [%]	power [uW]
final	6.281	0.4526	1237	57.25	1483
after global routing	5.976	0.4852	1237	57.25	1538
after CTS	6.291	0.4560	1237	57.25	1496
after detailed placement	6.229	0.4376	1205	54.14	851.6
after global placement	6.284	0.4346	1205	54.14	849.1
after floorplan	6.108	0.4183	965	-	817.6
-- cell usage in the layout (no fill, tap or decap), types with 7 or more instances in the layout --
master / n
nor2b_1: 13
nand4_1: 11
clkbuf_16: 17
clkdlybuf4s50_1: 43
mux2i_1: 72
buf_4: 7
nor4_1: 13
o2bb2ai_1: 7
xor2_1: 10
inv_1: 38
ha_1: 57
edfxtp_1: 74
nor2_1: 55
dfxtp_1: 105
nor3_1: 26
o32a_1: 7
o211ai_1: 7
a22o_1: 48
nand2_1: 108
o21ai_0: 31
a21oi_1: 48
and2_1: 10
nand3_1: 27
-- path summary, 6_finish.rpt --
check                           startpoint                   endpoint  slack [ns]  depth (start not counted)
setup / recovery            cs[28]$_DFF_P_  leddatahold[17]$_DFFE_PP_        6.28                          7
hold reg to reg   command2[7]$_SDFFE_PP1P_   command2[7]$_SDFFE_PP1P_        0.45                          1
hold / removal    command2[7]$_SDFFE_PP1P_   command2[7]$_SDFFE_PP1P_        0.45                          1
setup reg to reg            cs[28]$_DFF_P_  leddatahold[17]$_DFFE_PP_        6.28                          7
Power and IR drop assume default switching activity.
