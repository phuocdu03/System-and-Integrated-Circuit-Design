===== ./config.mk =====
export PLATFORM = sky130hd
export DESIGN_NAME = top_sangdon
export DESIGN_NICKNAME = top_sangdon
export VERILOG_FILES = /design/flow/design.v
export SDC_FILE = /design/flow/constraint.sdc
export NUM_CORES = 4
export LEC_CHECK = 1
export CORE_UTILIZATION = 30

===== ./constraint.sdc =====
current_design top_sangdon

set clk_period 6.0
set clk_io_pct 0.2

create_clock -name clk0 -period $clk_period [get_ports {clki}]

set non_clock_inputs [all_inputs -no_clocks]
set_input_delay [expr $clk_period * $clk_io_pct] -clock clk0 $non_clock_inputs
set_output_delay [expr $clk_period * $clk_io_pct] -clock clk0 [all_outputs]

===== ./design.v =====
`timescale 1ns / 1ps
module chia_xung
  #(parameter M = 50000000)
(
	input clki,
	output clko
);
wire [30:0] r_next;
reg [30:0] r_reg; 
initial r_reg = 0;
always @(posedge clki)
	r_reg = r_next;
assign r_next = (r_reg == M) ? 0 : r_reg + 1;
assign clko = (r_reg <=M/2) ? 0 : 1;
endmodule
`timescale 1ns / 1ps
module tao_xung(
input clki,
output [2:0 ]clko
);
chia_xung #(100000000) cd0(clki,clko[0]);
chia_xung #(50000000) cd1(clki,clko[1]);
chia_xung #(25000000) cd2(clki,clko[2]);
endmodule
`timescale 1ns / 1ps
module sang_don(
  input wire clk,       
    input wire rs,      
    output wire [7:0]led       
);
reg [7:0] z_r,z_n;
reg [7:0] v_r,v_n;
reg [2:0] k_r,k_n;
reg [2:0] n_r,n_n;
 initial begin
  z_r =0; z_n =0;
  v_r =0; v_n =0;
  k_r =7; k_n =7;
  n_r =0; n_n =0;
  end
 always @(posedge clk,posedge rs)
	  if (rs) begin
	    z_r =0; v_r =0;
       k_r =7; n_r =0;
		 end
	  else
		  begin
		   z_r=z_n;  v_r=v_n;
		   k_r=k_n;  n_r=n_n;
		  end
always @* 
     begin
	     z_n=z_r; v_n=v_r;
	     k_n=k_r; n_n=n_r;
		  if(v_r==0) v_n=8'h80;
		  else 
		      if (n_r < k_r)
				  begin
				    v_n = {1'b0,v_r[7:1]};
					 n_n=n_r+1;
					end
				else if(k_r>0)
				   begin
					    z_n=z_r|v_r;
						 v_n=8'h80;
						 k_n= k_r-1;
						 n_n=0;
					end
				else 
				    begin
					    z_n=0; v_n=0;
						 k_n=7; n_n=0;
					 end
		end
assign led=z_r|v_r;
endmodule
`timescale 1ns / 1ps
module top_sangdon(
   input clki,
input rs,
output [7:0]led
    );
wire clk;
tao_xung x1hz(clki,clk);	
sang_don sd(clk,rs,led);
endmodule

===== ./run.sh =====
#!/bin/bash
# OpenROAD 26Q1-2900-gdf79404cd8, Yosys 0.63+post, stock flow scripts
make -C /OpenROAD-flow-scripts/flow DESIGN_CONFIG=/design/flow/config.mk WORK_HOME=/design/flow/orfs finish

==> design notes <==
The total grt overflow was 0; the tally of max-capacitance violations was 0. For this run, the detailed router reports a per-instance via density of 4.841. Per the post-route antenna check, the number of violating nets is 0. The run gives 439.2 MHz as the highest achievable clock rate.

The critical path's most frequent cell is sky130_fd_sc_hd__or4_4. In this run, synthesis produced a sequential element count of 53. For this run, design rule violations remaining after detail routing come to 0.

The run gives 3163 µm for the detailed-placement wirelength estimate. With the post-CTS setup buffer count at 0, the final instance area is 0.002765 mm². For this run, the register share of the synthesized area comes to 47.00%.

For hold timing, the worst endpoint is x1hz.cd0.r_reg[30]$_SDFF_PN0_. Counting the warning lines in the Yosys log gives 5. On the worst path, the slowest cell contributes a delay of 0.63 ns.

Kind of cell adding the most delay to the critical path: simple AND/OR/NAND/NOR gates. The logs give 1888 µm for the met2 wire length and 261 for the instance count of the mapped netlist. The gate-level netlist out of Yosys references 47 unique cell types. The register with the most flip-flops in the layout has 31 of them. With the number of global-route vias before repair at 1759, the cell count of the worst reg-to-reg path is 4.

The post-route worst hold slack was 0.4740 ns; the power density normalized to cell area was 139.8 mW/mm². The number of warnings reported in the stage logs is 27. Per the log, the first TritonRoute iteration ended with a DRC count of 18. The H-tree was split into 2 levels. The count of placed standard cells including taps was 364; the count of final max-slew check failures was 0.

The routed wire length is 4350 µm. Max fanout on the critical path was recorded as 15. The buffer-and-inverter tally for the worst setup path works out to 0. The largest individual stage delay along the critical path comes from the cell sky130_fd_sc_hd__nor4_4. Once the floorplan was initialized, standard cells occupied 31.69% of the core.

For the post-route setup TNS, the log shows 0 ns. Hold repair after CTS inserted 0 buffers. The floorplan report gives the top-level pin count as 10. The final period demand of the worst path was 2.277 ns.

Per the detail_route log, met3 wirelength is 121 µm. According to the floorplan report, the die height is 93.29 µm. Setup slack on the worst reg-to-reg path comes out at 3.72 ns. Uppermost layer routed: met3. Across all layers, the routed design uses 1801 vias.

The skew report gives the latency at the later pin of the worst-skew pair as 0.28 ns. The run gives 0.002665 mm² for the area after detailed placement. Entering global routing, the biggest net connects 23 pins. In this run the cell area of the synthesized design comes to 0.002500 mm².

The number of enable-type register cells in the synthesized netlist was 0. Worst setup path category: reg -> reg. TritonCTS built the clock tree. In this run the full chip footprint comes out at 0.008702 mm².

The logs give 0 for the final setup violation count and 0 for the number of hold violations in the final report. The tools report the clock skew after layout as 0.003903 ns. Number of antenna repair diodes: 0.

After clock tree synthesis, the clock-pin slew on the worst setup and hold paths is 0.06 ns. The layout cell share with drive strength beyond 1 was 8.519%; the maximum vdd drop was 0.1572 mV. The finished layout holds 372 standard cells, fillers aside.

Kind of start point of the critical path: a flip-flop. The area added between synthesis and finish came out at 10.61%. Dominant register cell in the synthesized netlist: sky130_fd_sc_hd__dfxtp_1. Per STA, the worst path is made up of or4_4, or4_4, nor4_4, nor2_1.

The die is 93.29 µm wide. The fraction of the cycle the final worst path needs works out to 37.95%. The run gives 261 for the count of instantiated cells in the yosys netlist. Input and output buffers added on the ports amount to 9. The worst setup path is captured at a flip-flop.

The top cell type in the final layout, fill and taps aside, is sky130_fd_sc_hd__dfxtp_1. The end of the worst register-to-register path was x1hz.cd0.r_reg[13]$_SDFF_PN0_. Clock tree root driver cell: sky130_fd_sc_hd__clkbuf_8. The floorplan has 32 rows. The tools report the overall global routing resource usage as 11.12%. Per the gpl log, the routability congestion estimate is 0.9086. The logs give 0 for the initial antenna violation count and 0.007888 mm² for the core area. The tools report the slack of the critical path as 3.723 ns.

The critical path endpoint has a required time of 6.13 ns. The library cells used most frequently in the layout, excluding fill and tap cells, are sky130_fd_sc_hd__dfxtp_1 (31), sky130_fd_sc_hd__nor2_1 (26), sky130_fd_sc_hd__dfrtn_1 (19). The number of clock buffers added by TritonCTS is 5. Setup repair after global routing left no endpoint under its margin.

Before antenna repair, the detailed router went through 4 iterations. Counting along the longest clock path gives a buffer depth of 2. Kind of path behind the tightest hold check: reg -> reg. Averaged over all synthesized cells, the footprint is 9.578 µm². Worst reg2reg path startpoint: x1hz.cd0.r_reg[27]$_SDFF_PN0_. In the per-layer breakdown of the detailed-route log, met1 shows 2341 µm. The run gives 0 for the number of cells upsized or downsized after cts. The flow ran to the end, and the final reports show no timing, DRC or antenna violations. STA puts the critical path data arrival time at 2.41 ns.

After synthesis, the share of flip-flops with an asynchronous set or reset is 41.51%. The logs give 0.002500 mm² for the chip area line of the yosys report and 7790 µm for the wire length of the first global-routing pass. In this run the tightest slew margin relative to its limit is 44.84%. Critical hold path startpoint: x1hz.cd0.r_reg[30]$_SDFF_PN0_. The actual slew at the worst max-slew pin was 0.8213 ns; the hold path depth was 1. 30 endpoints have no timing constraint.

The tools report the static leakage as 0.001166 µW. Dividing the detail-routed wire length by the instance count gives 11.69 µm. The timer found 22 register pins that no clock reaches; their paths are not timed. Before CTS, the worst setup slack after placement is 3.723 ns.
cell families (layout without fill, tap and decap cells):
kind of cell,after synthesis,after routing,share of synthesized area [%]
AND-OR/OR-AND,38,38,10.01
XOR/XNOR,22,22,7.708
adder cells (fa/ha/maj),7,7,3.503
buffers and inverters,26,35,4.955
flip-flops,53,53,47.00
multiplexers,1,1,0.4004
AND/OR/NAND/NOR,114,114,26.43
power by group:
group	internal, µW	switching [µW]	leakage [µW]
clock network	105	72.3	0.0000515
logic	1.04	2.79	0.000576
registers	206	0	0.000539
total	311	75.0	0.00117
worst reg2reg max path: cells and delay by family (launching register included):
kind	cells	cell delay (ns)
flip-flops	1	0.34
AND/OR/NAND/NOR	4	1.79
area by class of cell:
class,count,area (µm²)
clock buffer,8,100.1
inverter,17,63.81
sequential,53,1175
tap,102,127.6
multi-input combinational,182,1201
fill,780,5122
timing repair buffer,10,97.59
per-layer routing:
metal,vias up,track usage [%]
met5,-,0
met4,0,0.7692
met3,0,1.572
met2,16,17.77
met1,845,17.12
li1,940,-
cell usage after synthesis (all sizes together) (2+ instances only):
master / count / area, µm²
nor2: 26 / 97.59
o2bb2ai: 7 / 61.31
nand2: 15 / 56.30
nand4: 11 / 83.83
and2: 8 / 50.05
a21oi: 7 / 35.03
nor2b: 2 / 12.51
a21boi: 2 / 15.01
or3: 8 / 51.30
and3: 3 / 18.77
or2: 3 / 18.77
or4: 9 / 83.83
inv: 17 / 63.81
dfrtn: 19 / 475.5
nand2b: 2 / 12.51
nand3: 9 / 45.04
nor4: 8 / 65.06
xnor2: 12 / 105.1
ha: 7 / 87.58
clkbuf: 2 / 7.510
dfstp: 3 / 78.83
o31ai: 2 / 15.01
xor2: 10 / 87.58
buf: 7 / 52.54
nor3: 6 / 30.03
dfxtp: 31 / 620.6
o21ai: 12 / 60.06
stage by stage:
step,total power [µW],util [%]
after floorplan,212.7,-
after global placement,214.7,33.79
after detailed placement,214.7,33.79
after CTS,393.5,35.06
after global routing,401.2,35.06
final,386.5,35.06
worst max path at each step:
stage / from / end / slack (ns) / depth (start not counted)
after CTS: x1hz.cd0.r_reg[27]$_SDFF_PN0_ / x1hz.cd0.r_reg[13]$_SDFF_PN0_ / 3.72 / 4
after global routing: x1hz.cd0.r_reg[27]$_SDFF_PN0_ / x1hz.cd0.r_reg[1]$_SDFF_PN0_ / 3.57 / 4
final: x1hz.cd0.r_reg[27]$_SDFF_PN0_ / x1hz.cd0.r_reg[13]$_SDFF_PN0_ / 3.72 / 4
Power figures rest on the tool's default switching activity, not on a simulated workload.
