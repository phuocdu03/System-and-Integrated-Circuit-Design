===== design/flow/config.mk =====
export PLATFORM = sky130hd
export DESIGN_NAME = Dong_ho
export DESIGN_NICKNAME = Dong_ho
export VERILOG_FILES = /design/flow/design.v
export SDC_FILE = /design/flow/constraint.sdc
export NUM_CORES = 4
export LEC_CHECK = 1
export CORE_UTILIZATION = 40

===== design/flow/constraint.sdc =====
current_design Dong_ho

set clk_period 6.4
set clk_io_pct 0.2

create_clock -name clk0 -period $clk_period [get_ports {clki}]

set non_clock_inputs [all_inputs -no_clocks]
set_input_delay [expr $clk_period * $clk_io_pct] -clock clk0 $non_clock_inputs
set_output_delay [expr $clk_period * $clk_io_pct] -clock clk0 [all_outputs]

===== design/flow/design.v =====
`timescale 1ns / 1ps
module tao_xung1hz(
 input wire clki,
output reg clko
    );
wire [40:0] r_next ;
reg [40:0] r_reg;
initial 
begin 
	r_reg =0 ;
	clko = 0;
end
always @(posedge clki) begin
r_reg = r_next;
if (r_reg==12500000) clko = ~clko;
end
assign r_next =(r_reg==25000000)?0: r_reg + 1 ;
endmodule
`timescale 1ns / 1ps
module Dong_ho(
  input clki,
  input rs,
  output [3:0]led1,led2,led3,led4,led5,led6);
wire clk_giay,clk_phut,clko;
tao_xung1hz xung(clki,clko);
dem_giay giay(clko,rs,led1,led2,clk_giay);
dem_phut phut(clk_giay,rs,led3,led4,clk_phut);
dem_gio gio(clk_phut,rs,led5,led6);
endmodule
`timescale 1ns / 1ps
module dem_giay(
  input clk,
  input rs,
  output [3:0]led1,
  output [3:0]led2,
  output reg clk_giay);
reg [3:0]donvi; 
reg [3:0]chuc; 
initial 
begin 
	clk_giay = 1;
end
always @ (posedge clk or posedge rs)
begin
  if (rs) begin
   donvi = 0;
   chuc = 0;
  end
  else if (donvi==4'b1001) 
    begin  
      donvi = 0;
      if (chuc == 4'b0101) begin
        chuc= 0;
		  clk_giay = ~clk_giay;
		  end
      else begin
       chuc = chuc + 1;
		 if(chuc==4'b0011)  clk_giay = ~clk_giay;
		 end
     end
  else
    donvi = donvi + 1;
  end
assign led1 = donvi;
assign led2= chuc;
endmodule
`timescale 1ns / 1ps
module dem_gio(
  input clk,
  input rs,
  output [3:0]led1,
  output [3:0]led2);
reg [3:0]donvi; 
reg [3:0]chuc; 
always @ (posedge clk or posedge rs )
begin
  if (rs) begin
   donvi = 0;
   chuc = 0;
  end
  else if (donvi==4'b0011) 
    begin  
      donvi = 0;
      if (chuc == 4'b0010) 
        chuc= 0;
      else
       chuc = chuc + 1;
     end
  else
    donvi = donvi + 1;
  end
assign led1 = donvi;
assign led2= chuc;
endmodule
`timescale 1ns / 1ps
module dem_phut(
  input clk,
  input rs,
  output [3:0]led1,
  output [3:0]led2,
  output reg clk_phut);
reg [3:0]donvi; 
reg [3:0]chuc; 
initial 
begin 
	clk_phut = 1;
end
always @ (posedge clk or posedge rs)
begin
  if (rs) begin
   donvi = 0;
   chuc = 0;
  end
  else if (donvi==4'b1001) 
    begin  
      donvi = 0;
      if (chuc == 4'b0101) begin
		  chuc= 0;
		  clk_phut=~clk_phut;
		  end
      else begin
       chuc = chuc + 1;
		 if(chuc==4'b0011)   clk_phut=~clk_phut;
		 end
     end
  else
    donvi = donvi + 1;	
  end
assign led1 = donvi;
assign led2= chuc;
endmodule

===== design/flow/run.sh =====
#!/bin/bash
# OpenROAD 26Q1-2900-gdf79404cd8, Yosys 0.63+post, stock flow scripts
make -C /OpenROAD-flow-scripts/flow DESIGN_CONFIG=/design/flow/config.mk WORK_HOME=/design/flow/orfs finish

==> highlights.md <==
• complete, no violations — status
• 1.44 nW — static power due to leakage
• 26 — count of unclocked register or latch pins
• 42.0% — floorplan core density
• 0 — # hold bufs at CTS
• 13.8 um — post-detailed-route wirelength per cell
• 0 — Slew Limit Fails
• 24.9% — Area leader share
• 49 — distinct cell type count after synthesis
• 92.8 um — width of the die
• xung.r_reg[40] — startpoint of the most critical hold path
• xung.r_reg[0] — startpoint of the worst setup timing path
• 483 — count of non-filler cells in the finished layout
• 5100 um — half-perimeter wire length of the detailed placement result
• sky130_fd_sc_hd__dfxtp_1 — prevailing post-synth register cell
• register — endpoint kind of the worst setup timing path
• 9.28 um2 — synthesized area divided by synthesized cell count
• 17.2% — Overall Global Routing Usage
• 7850 um2 — core region area
• sky130_fd_sc_hd__clkbuf_8 — clock root buffer
• 5.36 — DR vias/cell
• 92.8 um — vertical die dimension
• 0 — number of failing setup endpoints in the final timing report
• 3740 um2 — post-route design area
• 6.04% — layout cells sized above 1
• yes — CTS tree
• 57.0% — remaining max-slew budget at the tightest pin
• 0.489 ns — Hold WS
• 26 — OpenROAD warnings
• 6.42 ns — crit path DRT
• 40.1% — clock share of power
• 0.926 — final weighted congestion in routability-driven placement
• 2 — H-Tree Level Count
• 3.10 ns — minimum clock period
• 25 — Port Buf Inserts
• 1 — instance count along the most critical hold path
• 3 — EDFF count, synth
• 0.0000943 W — sw power
• 0 — count of buffers added by post-CTS timing repair for setup
• 0 — initial antenna violation count
• 767 — number of fillers in the final layout
• xung.r_reg[0] — Worst R2R Start
• 0 — final hold viol count
• register — startpoint kind of the worst setup timing path
• 0 — number of routed nets with antenna violations
• register to register — Critical Setup Path Class
• 0 — count of antenna diodes in the layout
• 13.7% — layout overhead on the synthesized area
• 0 — max-cap check violation count
• 41 — flip-flop count of the largest register after layout
• 35.3% — post-synthesis async set-or-reset flop share
• 0 — # resized after CTS
• 58.9% — sequential power share
• 3290 um2 — Yosys Chip Area
• 119 nW/um2 — Power per Cell Area
• 0.644 ns — transition at the pin with the smallest max-transition slack
• 3.11 ns — arrival time at the worst endpoint
• 7 — maximum fanout count along the critical path
• xung.clko — reg-to-reg endpoint
• 3.30 ns — slack of the worst reg-to-reg path
• 355 — Post-Synthesis Cells
• 68 — number of synthesized register bits
• 32 — Row Count
• 8 — Register-to-Register Path Depth
• 52 — count of endpoints without a timing constraint
• 0.107 mV — worst vdd rail ir drop
• 21.2% — fraction of power spent switching nets
• 48.4% — post-layout period usage
• 26 — number of placed I/O pins
• 45.9% — post-synthesis sequential area ratio
• 47.7% — utilization after layout
• 2591 — vias after detailed routing
• 8600 um2 — chip area
• 0 — total gr overflow
• 0.323 GHz — highest achievable clock rate
• 2 — buffers from clock root to sink, at most
• 0.08 ns — clk slew on worst S/H paths
• 0.000350 W — internal power consumption
• 355 — number of cell instances after yosys synthesis
• 0.30 ns — Insertion Delay late pin
• sky130_fd_sc_hd__dfxtp_1, sky130_fd_sc_hd__nand2_1, sky130_fd_sc_hd__nor2_1, sky130_fd_sc_hd__xnor2_1, sky130_fd_sc_hd__dfrtp_1 — leading cell types by count after synthesis
• 4 — synth warn
• 3290 um2 — synthesized area
• false — unrepaired setup endpoints after global routing
• 5 — number of clock buffers inserted by TritonCTS
• 0.9% — Gate power share
• 11700 um — wire length of the first global-routing pass
• 0.00886 ns — final clock skew
• 0 ns — setup tns final
• 0 — DRC violation count after routing
• 27 — pin count of the biggest net entering global routing
• sky130_fd_sc_hd__dfxtp_1 — cell type contributing the most total cell area after synthesis
• 475 — # placed instances
• 3650 um2 — total cell area at the placement stage
• 4 — detailed-router iteration count before antenna repair
• 2425 — via count of the first global-routing pass
• register to register — classification of the worst-slack hold path
• sky130_fd_sc_hd__dfxtp_1, sky130_fd_sc_hd__dfrtp_1, sky130_fd_sc_hd__xnor2_1 — Synth area leaders
• 111 — Detailed Route Iter0 Violations
• sky130_fd_sc_hd__dfxtp_1 — count leader, synth
• xung.r_reg[40] — hold path endpoint
• 6690 um — final wirelength
[cells by family after synthesis]
kind of cell,share of synthesized area [%]
AND-OR/OR-AND,7.52
XOR/XNOR,12.0
adder cells (fa/ha/maj),1.14
buffers and inverters,3.57
flip-flops,45.9
multiplexers,1.33
AND/OR/NAND/NOR,28.6
[power by group through the flow]
stage                 Combinational (W)  Sequential, W  Clock [W]
after global routing         0.00000494       0.000262   0.000194
after CTS                    0.00000444       0.000262   0.000183
final                        0.00000407       0.000262   0.000178
[layout make-up]
type                    count  area, um2  area share (%)
inverters                  20       75.1            2.00
clock buffers               6       82.6            2.21
well taps                 102        128            3.41
repair buffers             27        265            7.08
clock inverters             2       11.3           0.301
flip-flops and latches     68       1510            40.4
multi-input cells         258       1670            44.6
[metal layers]
metal,track usage (%),share of wire [%]
met2,26.6,45
met4,3.21,2.0
met3,1.34,3.6
met1,27.5,49
met5,0,0
[worst max path at each step]
stage,end,cells after the start
6_report,xung.clko,8
5_1_grt,xung.clko,8
4_1_cts,xung.clko,8
[critical path, stage by stage, from the launching register on]
cell and delay (ns):
sky130_fd_sc_hd__dfxtp_1 0.42, sky130_fd_sc_hd__ha_1 0.28, sky130_fd_sc_hd__and4_1 0.36, sky130_fd_sc_hd__nand4_1 0.28, sky130_fd_sc_hd__nor4_1 0.50, sky130_fd_sc_hd__xor2_1 0.15, sky130_fd_sc_hd__a2111o_1 0.40, sky130_fd_sc_hd__nor4_1 0.18
sky130_fd_sc_hd__and4_1 0.23
[stage by stage]
step	worst slack, ns	power [W]
final	3.30	0.000444
after global routing	3.05	0.000461
after CTS	3.31	0.000449
after detailed placement	3.35	0.000272
after global placement	3.45	0.000272
after floorplan	3.68	0.000270
[cells in the final DEF, fill, tap and decap left out, drive strengths merged, types with 2 or more instances in the layout]
cell type / netlist / layout
a22o: 2 / 2
nand2b: 4 / 4
and3: 3 / 3
and4: 11 / 11
xor2: 18 / 18
nand3: 20 / 20
and2: 3 / 3
nand3b: 2 / 2
nand4: 20 / 20
dfrtp: 24 / 24
o21ai: 18 / 18
a21o: 2 / 2
edfxtp: 3 / 3
clkbuf: 4 / 6
mux2: 3 / 3
a21oi: 10 / 10
nor3: 11 / 11
inv: 20 / 21
ha: 3 / 3
or4: 2 / 2
nand2: 28 / 28
or3: 7 / 7
or3b: 2 / 2
buf: 5 / 2
nor4: 17 / 17
clkdlybuf4s50: 0 / 25
nor2b: 3 / 3
dfxtp: 41 / 41
xnor2: 27 / 27
nor2: 27 / 27
nor3b: 3 / 3
Power figures rest on the tool's default switching activity, not on a simulated workload.
